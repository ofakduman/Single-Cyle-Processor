==> flow/design.v <==
module deneme(y, op7, op6, op5, op4, op3, op2, op1, op0, s2, s1, s0);
input [31:0] op7, op6, op5, op4, op3, op2, op1, op0;
input s2,s1,s0;
output [31:0]y;
mux_8x1_32 	m8_32(y, op7, op6, op5, op4, op3, op2, op1, op0, s2,s1,s0);
endmodule
module mux_2x1_1(y, op1, op0, s);
input op1, op0, s;
output y;
wire w0, w1, w2;
and and1(w0, op1, s);
not not1(w1,s);
and and2(w2,w1,op0);
or or1(y,w0,w2);
endmodule
module mux_4x1_1(y, op3, op2, op1, op0, s1, s0);
input op3, op2, op1, op0, s1, s0;
output y;
wire w0, w1;
mux_2x1_1	m0(w0,op1,op0,s0),
				m1(w1,op3,op2,s0),
				m2(y,w1,w0,s1);
endmodule
module mux_8x1_1(y, op7, op6, op5, op4, op3, op2, op1, op0, s2, s1, s0);
input op7, op6, op5, op4, op3, op2, op1, op0, s2, s1, s0;
output y;
wire w1, w0;
mux_4x1_1	m4_0(w0,op3,op2,op1,op0,s1,s0),
				m4_1(w1,op7,op6,op5,op4,s1,s0);
mux_2x1_1 m2_0(y,w1,w0,s2);
endmodule
module mux_8x1_32(y, op7, op6, op5, op4, op3, op2, op1, op0, s2, s1, s0);
input [31:0] op7, op6, op5, op4, op3, op2, op1, op0;
input s2,s1,s0;
output [31:0]y;
mux_8x1_1 	m8_0(y[0], op7[0], op6[0], op5[0], op4[0], op3[0], op2[0], op1[0], op0[0], s2,s1,s0),
				m8_1(y[1], op7[1], op6[1], op5[1], op4[1], op3[1], op2[1], op1[1], op0[1], s2,s1,s0),
				m8_2(y[2], op7[2], op6[2], op5[2], op4[2], op3[2], op2[2], op1[2], op0[2], s2,s1,s0),
				m8_3(y[3], op7[3], op6[3], op5[3], op4[3], op3[3], op2[3], op1[3], op0[3], s2,s1,s0),
				m8_4(y[4], op7[4], op6[4], op5[4], op4[4], op3[4], op2[4], op1[4], op0[4], s2,s1,s0),
				m8_5(y[5], op7[5], op6[5], op5[5], op4[5], op3[5], op2[5], op1[5], op0[5], s2,s1,s0),
				m8_6(y[6], op7[6], op6[6], op5[6], op4[6], op3[6], op2[6], op1[6], op0[6], s2,s1,s0),
				m8_7(y[7], op7[7], op6[7], op5[7], op4[7], op3[7], op2[7], op1[7], op0[7], s2,s1,s0),
				m8_8(y[8], op7[8], op6[8], op5[8], op4[8], op3[8], op2[8], op1[8], op0[8], s2,s1,s0),
				m8_9(y[9], op7[9], op6[9], op5[9], op4[9], op3[9], op2[9], op1[9], op0[9], s2,s1,s0),
				m8_10(y[10], op7[10], op6[10], op5[10], op4[10], op3[10], op2[10], op1[10], op0[10], s2,s1,s0),
				m8_11(y[11], op7[11], op6[11], op5[11], op4[11], op3[11], op2[11], op1[11], op0[11], s2,s1,s0),
				m8_12(y[12], op7[12], op6[12], op5[12], op4[12], op3[12], op2[12], op1[12], op0[12], s2,s1,s0),
				m8_13(y[13], op7[13], op6[13], op5[13], op4[13], op3[13], op2[13], op1[13], op0[13], s2,s1,s0),
				m8_14(y[14], op7[14], op6[14], op5[14], op4[14], op3[14], op2[14], op1[14], op0[14], s2,s1,s0),
				m8_15(y[15], op7[15], op6[15], op5[15], op4[15], op3[15], op2[15], op1[15], op0[15], s2,s1,s0),
				m8_16(y[16], op7[16], op6[16], op5[16], op4[16], op3[16], op2[16], op1[16], op0[16], s2,s1,s0),
				m8_17(y[17], op7[17], op6[17], op5[17], op4[17], op3[17], op2[17], op1[17], op0[17], s2,s1,s0),
				m8_18(y[18], op7[18], op6[18], op5[18], op4[18], op3[18], op2[18], op1[18], op0[18], s2,s1,s0),
				m8_19(y[19], op7[19], op6[19], op5[19], op4[19], op3[19], op2[19], op1[19], op0[19], s2,s1,s0),
				m8_20(y[20], op7[20], op6[20], op5[20], op4[20], op3[20], op2[20], op1[20], op0[20], s2,s1,s0),
				m8_21(y[21], op7[21], op6[21], op5[21], op4[21], op3[21], op2[21], op1[21], op0[21], s2,s1,s0),
				m8_22(y[22], op7[22], op6[22], op5[22], op4[22], op3[22], op2[22], op1[22], op0[22], s2,s1,s0),
				m8_23(y[23], op7[23], op6[23], op5[23], op4[23], op3[23], op2[23], op1[23], op0[23], s2,s1,s0),
				m8_24(y[24], op7[24], op6[24], op5[24], op4[24], op3[24], op2[24], op1[24], op0[24], s2,s1,s0),
				m8_25(y[25], op7[25], op6[25], op5[25], op4[25], op3[25], op2[25], op1[25], op0[25], s2,s1,s0),
				m8_26(y[26], op7[26], op6[26], op5[26], op4[26], op3[26], op2[26], op1[26], op0[26], s2,s1,s0),
				m8_27(y[27], op7[27], op6[27], op5[27], op4[27], op3[27], op2[27], op1[27], op0[27], s2,s1,s0),
				m8_28(y[28], op7[28], op6[28], op5[28], op4[28], op3[28], op2[28], op1[28], op0[28], s2,s1,s0),
				m8_29(y[29], op7[29], op6[29], op5[29], op4[29], op3[29], op2[29], op1[29], op0[29], s2,s1,s0),
				m8_30(y[30], op7[30], op6[30], op5[30], op4[30], op3[30], op2[30], op1[30], op0[30], s2,s1,s0),
				m8_31(y[31], op7[31], op6[31], op5[31], op4[31], op3[31], op2[31], op1[31], op0[31], s2,s1,s0);
endmodule
==> flow/run.sh <==
#!/bin/bash
# OpenROAD 26Q1-2900-gdf79404cd8, Yosys 0.63+post, stock flow scripts
make -C /OpenROAD-flow-scripts/flow DESIGN_CONFIG=/design/flow/config.mk WORK_HOME=/design/flow/orfs finish
==> flow/config.mk <==
export PLATFORM = sky130hd
export DESIGN_NAME = deneme
export DESIGN_NICKNAME = deneme
export VERILOG_FILES = /design/flow/design.v
export SDC_FILE = /design/flow/constraint.sdc
export NUM_CORES = 4
export LEC_CHECK = 1
export CORE_AREA = 10 10 145 145
export DIE_AREA = 0 0 155 155
==> flow/constraint.sdc <==
current_design deneme

set clk_period 1.9
set clk_io_pct 0.2

create_clock -name clk0 -period $clk_period

set non_clock_inputs [all_inputs -no_clocks]
set_input_delay [expr $clk_period * $clk_io_pct] -clock clk0 $non_clock_inputs
set_output_delay [expr $clk_period * $clk_io_pct] -clock clk0 [all_outputs]
==> results.sh <==
# source this file to load flow results
export IMPL_io_buffers=291
export IMPL_maxCapViolations=0
export IMPL_critPathCaptureType="output port"
export IMPL_layout_drive_gt1_share_pct=39.10
export IMPL_die_area_mm2=0.02403
export IMPL_fmax_ghz=0.4695
export IMPL_area_growth_synth_to_final_pct=144.2
export IMPL_path_cells="buf_12 -> buf_12 -> buf_12 -> buf_8 -> mux4_2 -> mux2_4 -> buf_6"
export IMPL_initialDrtViolationCount=79
export IMPL_max_stage_delay_ns=0.50
export IMPL_synth_area_mm2=0.002313
export IMPL_hold_buffers=0
export IMPL_tool_warnings=35
export IMPL_fin_crit_sh_pct=112.1
export IMPL_seqCellArea_um2=0
export IMPL_chipWidth_um=155
export IMPL_row_count=49
export IMPL_via_per_inst=4.063
export IMPL_multiInputGateArea_mm2=0.001926
export IMPL_grt_use_total_pct=10.19
export IMPL_gp_congestion=0.9087
export IMPL_fillCellCount=1807
export IMPL_grt_max_degree=34
export IMPL_critical_path_arrival_ns=1.75
export IMPL_powerDensity_mw_per_mm2=228.8
export IMPL_setup_viol=32
export IMPL_hold_viol=0
export IMPL_netlist_instances=146
export IMPL_dpl_hpwl_um=10750
export IMPL_crit_start="s0"
export IMPL_diodes=0
export IMPL_wl_per_cell_um=20.39
export IMPL_cp_top_family="multiplexers"
export IMPL_critical_path_class="input port to output port"
export IMPL_antenna_found_initial=0
export IMPL_violations="setup timing"
export IMPL_yosysWarnings=0
export IMPL_crit_top_cell="buf_12"
export IMPL_nClkBuffers=0
export IMPL_drtAntennaViolNets=0
export IMPL_peakVddDrop_mv=0.1075
export IMPL_start_kind="input port"
export IMPL_crit_fanout=5
export IMPL_initial_utilization_pct=12.88
export IMPL_cp_slowest_cell="mux4_2"
export IMPL_dr_pass1_iters=6
export IMPL_critPathRequiredTime_ns=1.52
export IMPL_slew_violations=0
export IMPL_p_leak_nw=2.323
export IMPL_rsz0062_at_grt="yes"
export IMPL_num_vias=2645
export IMPL_hold_worst_slack_ns=1.265
export IMPL_pre_cts_slack_ns=-0.5421
export IMPL_tightest_slew_ns=0.2087
export IMPL_ys_area_mm2=0.002313
export IMPL_grt_pass1_vias=3145
export IMPL_worst_slew_margin_rel_pct=86.08
export IMPL_status="finished, violations left"
export IMPL_core_area_mm2=0.01796
export IMPL_hold_start="op5[25]"
export IMPL_die_h_um=155
export IMPL_ys_seq_share_pct=0
export IMPL_ff_count=0
export IMPL_synth_cell_types=8
export IMPL_worst_slack_ns=-0.2300
export IMPL_dp_cells=628
export IMPL_syn_avg_cell_area_um2=15.85
export IMPL_io_pins=291
export IMPL_path_buffers=5
export IMPL_grt_ovfl_total=0
export IMPL_finalNonFillerCells=651
export IMPL_final_util_pct=31.45
export IMPL_min_period_ns=2.130
export IMPL_ys_cells=146
export IMPL_grt_pass1_wl_um=19080
export IMPL_wirelength_um=13280
export IMPL_hold_path_class="input port to output port"
export IMPL_drc=0
## routing by layer
metal / wire (um) / track usage [%]
met5: 0 / 0
met4: 29 / 0.08997
met3: 1942 / 5.122
met2: 6248 / 17.29
met1: 5055 / 12.06
## path summary, 6_finish.rpt
check | depth (start not counted) | to
min | 4 | y[25]
max | 7 | y[23]
## report_power, final
group          total (mW)  switching [mW]  internal [mW]
registers               0               0              0
clock network           0               0              0
logic                1.29           0.301          0.992
## synthesized netlist by cell type, drive strengths merged
cell type / number / area, um2
mux4: 64 / 1592
clkbuf: 2 / 7.510
buf: 48 / 354.1
mux2: 32 / 360.4
## placed cells by master (no fill, tap or decap), drive strengths merged
master and instances:
dlymetal6s2s 12, mux2 32, clkdlybuf4s50 197, dlygate4sd2 47
buf 69, clkbuf 1, mux4 64
## kinds of logic after synthesis
| kind of cell | synth area share [%] |
|---|---|
| buffers and inverters | 15.63 |
| muxes | 84.37 |
## tightest hold or removal path, cell delays in order
cell            delay (ns)
dlymetal6s2s_1        0.08
mux4_2                0.22
mux2_4                0.13
buf_2                 0.08
## layout make-up
cell class                 count  area share (%)
timing repair buffer         326           60.84
tap                          229           5.072
multi-input combinational     96           34.09
## through the flow
step | area (um2) | total power, mW | TNS, ns
3_5_place_dp | 5269 | 1.160 | -15.83
2_1_floorplan | 2302 | 0.5025 | -0.5559
6_report | 5649 | 1.293 | -4.920
5_1_grt | 5649 | 1.377 | -6.358
4_1_cts | 5489 | 1.249 | -5.331
3_3_place_gp | 5269 | 1.152 | -15.65
## repair_timing
action / 4_1_cts / 5_1_grt
gates resized: 240 / 34
buffers inserted: 16 / 3
setup endpoints to repair: 32 / 32
endpoints found under the hold margin: 0 / 0
gates cloned: 4 / 1
Power is estimated from default activity; no workload was simulated.
